==> design/flow/design.v <==
`timescale 1ns / 1ps
module bcd_counter(clk, load, rstn, mode, OUT, enter);
input [3:0] load;
input clk, rstn, mode, enter;
output wire [6:0] OUT;
reg [3:0] out;
decofer decoder(.in(out), .out(OUT));
always @ (posedge clk)begin
	if (enter == 1)
		out = load;
	else begin 
		if (mode ==1)begin
			if (out < 9 && out >= 0) 
				out = out+1;
			else 
				out = 4'b0000;
		end
		else begin
			if (out <=9 && out > 0 ) 
					out = out-1;
				else 
					out = 4'b1001;
		end
	end 
	end
endmodule
`timescale 1ns / 1ps
module decofer(in, out);
input [3:0] in;
output reg [6:0] out;
always @ (in)begin
case (in)
4'b0000:
	out = 7'b1111110;
4'b0001:
	out = 7'b0110000;
4'b0010:
	out = 7'b1101101;
4'b0011:
	out = 7'b1111001;
4'b0100:
	out = 7'b0110011;
4'b0101:
	out = 7'b1011011;
4'b0110:
	out = 7'b1011111;
4'b0111:
	out = 7'b1110000;
4'b1000:
	out = 7'b1111111;
4'b1001:
	out = 7'b1111011;
endcase
end
endmodule
==> design/flow/run.sh <==
#!/bin/bash
# OpenROAD 26Q1-2900-gdf79404cd8, Yosys 0.63+post, stock flow scripts
make -C /OpenROAD-flow-scripts/flow DESIGN_CONFIG=/design/flow/config.mk WORK_HOME=/design/flow/orfs finish
==> design/flow/config.mk <==
export PLATFORM = sky130hd
export DESIGN_NAME = bcd_counter
export DESIGN_NICKNAME = bcd_counter
export VERILOG_FILES = /design/flow/design.v
export SDC_FILE = /design/flow/constraint.sdc
export NUM_CORES = 4
export LEC_CHECK = 1
export CORE_AREA = 10 10 70 70
export DIE_AREA = 0 0 80 80
==> design/flow/constraint.sdc <==
current_design bcd_counter

set clk_period 1.6
set clk_io_pct 0.2

create_clock -name clk0 -period $clk_period [get_ports {clk}]

set non_clock_inputs [all_inputs -no_clocks]
set_input_delay [expr $clk_period * $clk_io_pct] -clock clk0 $non_clock_inputs
set_output_delay [expr $clk_period * $clk_io_pct] -clock clk0 [all_outputs]
==> changes_impl.md <==
## Implementation

- Outcome: complete, no violations
- Design Power: ~0.8 mW
- H-tree lvl count: 1
- Post-Place Cells: 142
- Unrepaired setup endpoints after global routing: false
- WP buf/inv: 1
- Final std cells w/o fill: roughly 150
- Post-CTS setup buffers: 0
- Tightest Pin Transition: 0.353 ns
- YS chip area: between 600 and 700 sq um
- Die Ht: 80 um
- Power per cell area: 916 nW/um^2
- Clock root cell: clkbuf_4
- PortBufs: 13
- Post-route setup slack: 0.0786 ns
- IO Count: 15
- CP Launch Type: input port
- R2r endpoint: out[3]$_DFF_P_
- Skew final: 0.000864 ns
- Adder Area Share: ~7.8%
- Synth Instances: 82
- GRT overflow: 0
- R2R depth: 6
- Core Util at FP: a little under a fifth
- ANT cells: 0
- Fmax: 657 MHz
- GR met3 Demand/Resource: 1.59%
- R2r setup slk: 0.10 ns
- Worst-Skew Late Latency: ~0.23 ns
- Vias/cell: 4.01
- Asr flop ratio synth: 0%
- Placement Setup Slack: -0.159 ns
- Multiplexer share: 1.76%
- Max-area cell share: 16.4%
- Relative slew margins: 76.4%
- Synth Cell Area: approximately 640 sq um
- # setup viols final: 0
- DRT iter0 DRCs: 31
- Hold buffers post-CTS: 0
- Cell taking the most area after synthesis: dlxtn_1
- Clock-pin slew on the worst setup and hold paths: 0.03 ns
- Max stage delay on crit path: ~0.54 ns
- Yosys Warn Count: 2
- Flops out of synthesis: 11
- Simple Share, Synth: about 24%
- Crit path DAT: ~1.6 ns
- Crit-path max FO: 4
- Worst Hold Path EP: out[1]$_DFF_P_
- Worst EP required: between 1.5 and 2 ns
- Initial antenna violation count: 0
- Tightest Hold Check Type: in2reg
- Endpoints left unconstrained: 14
- CTS buffer count: 3
- CP Capture Type: flop
- Peak VDD IR: 0.000372 V
- XOR Share, Synth: around 1.4%
- Dominant logic cell types in the final layout: clkdlybuf4s50_1, buf_4, nor2_1, dlxtn_1
- Tool warning count: 29
- Final Util: 25.5%
- Syn-to-layout area delta: 36.1%
- Syn avg cell area: 7.81 sq um
- Post-CTS sizing: 0
- Placer Congestion: 0.798
- Fin crit period: between 1.5 and 2 ns
- Fin. max-slew vios: 0
- Post-route ant nets: 0
- Max Cap Viol: 0
- Final period util: 95.1%
- Family with the most delay on the worst path: simple AND/OR/NAND/NOR gates
- Vias in the first global route: 529
- DIE WIDTH: ~80 um
- Layout cell share with drive strength beyond 1: 20.2%
- DRT Wirelength: 1.27 mm
- # Cells Yosys: ~82
- Top cell excl fill/tap: clkdlybuf4s50_1
- Die area: 6400 sq um
- Area contributors post-synth: dlxtn_1, dfxtp_1, ha_1
- Met1 usage: 5.90%
- Global-route wire length before repair: 2.20 mm
- DR pass1 iterations: 3
- Row cnt: 21
- Via count: between 500 and 600
- Complex Gates by Area: 24.6%
- Path type of the worst setup path: in2reg
- CP cell instances: clkdlybuf4s50_1 > or4_4 > a31oi_1 > o211ai_2
- Unique cell types: 37
- Leakage Power: about 0.36 nW
- Largest net degree at the start of global routing: 19
- Global Route met2 Usage: under 10%
- CTS max path bufs: 2
- GRT busiest layer: met1
- Top non-seq family: AND-OR/OR-AND gates
- DR WL/cell: just under 9 um
- Worst R2R Start: out[0]$_DFF_P_
- Global-route usage over all layers: 3.95%
- Final HPWL DP: 1.06 mm
- Core region area: 3420 sq um
- CTS tree: done
- DRC Markers: 0
- Slowest CP cell: or4_4
- Fin. Hold Viols: 0
- Min-delay src: load[1]
- Count of unclocked register or latch pins: 7
- Number of enable flip-flop cells: 0
- WHS Path Cells: 3
- Dominant flop cell: dlxtn_1
[per-stage QoR]
step | setup TNS (ns) | instance area (sq um) | hold WS, ns
5_1_grt | 0 | 872 | 0.675
6_report | 0 | 872 | 0.659
2_1_floorplan | 0 | 641 | 0.433
3_5_place_dp | -0.261 | 843 | 0.798
3_3_place_gp | -0.244 | 843 | 0.786
4_1_cts | 0 | 866 | 0.653
[synthesized netlist by cell type (2+ instances only)]
library cell / count
nand2b_1: 2
a21oi_1: 5
buf_2: 3
clkbuf_1: 2
nor2_1: 7
dfxtp_1: 4
nor2b_1: 2
o22ai_1: 2
a211oi_1: 2
nor3_1: 5
nand2_1: 6
dlxtn_1: 7
o21ai_0: 6
ha_1: 4
inv_1: 3
[metal layers]
metal  wire, um  up-vias
met5          0        -
li1           -      323
met3        114        0
met2        445       14
met1        713      244
met4          0        0
[worst max path at each step]
stage	startpoint	end	slack, ns	depth (start not counted)
CTS	out[0]$_DFF_P_	out[3]$_DFF_P_	0.05	6
global route	out[0]$_DFF_P_	out[3]$_DFF_P_	0.009	6
finish	mode	out[3]$_DFF_P_	0.08	4
[worst reg2reg max path, stage by stage (launching register included)]
cell and delay (ns):
dfxtp_2 0.35, inv_1 0.07, ha_1 0.24, o21bai_1 0.15, a22oi_1 0.11, or3_2 0.43
o211ai_2 0.08
[power by group]
part           leakage [nW]  switching, mW  internal (mW)
Clock                0.0138         0.0375         0.0836
Sequential           0.0921         0.0302          0.200
Combinational         0.253          0.219          0.228
[cell families after synthesis]
kind of cell,Yosys count
xor+xnor,1
flops,4
mux,1
buf+inv,12
latches,7
compound gates,24
simple gates,29
fa+ha+maj,4
[state kept, by name, summed over array words and instances, names as in the netlist]
signal,count
decoder.out,7
out,4
[area by class of cell]
class / instances / area (sq um)
fill: 382 / 2540
multi-input combinational: 59 / 389
timing repair buffer: 23 / 205
sequential: 11 / 186
tap: 46 / 57.6
clock buffer: 3 / 22.5
inverter: 3 / 11.3
No activity file was given, so power comes from the tool's default toggle rates.
