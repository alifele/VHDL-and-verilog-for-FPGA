[./run.sh]
#!/bin/bash
# OpenROAD 26Q1-2900-gdf79404cd8, Yosys 0.63+post, stock flow scripts
make -C /OpenROAD-flow-scripts/flow DESIGN_CONFIG=/design/flow/config.mk WORK_HOME=/design/flow/orfs finish
[./config.mk]
export PLATFORM = sky130hd
export DESIGN_NAME = adder
export DESIGN_NICKNAME = adder
export VERILOG_FILES = /design/flow/design.v
export SDC_FILE = /design/flow/constraint.sdc
export NUM_CORES = 4
export LEC_CHECK = 1
export CORE_AREA = 10 10 70 70
export DIE_AREA = 0 0 80 80
[./constraint.sdc]
current_design adder

set clk_period 2.8
set clk_io_pct 0.2

create_clock -name clk0 -period $clk_period

set non_clock_inputs [all_inputs -no_clocks]
set_input_delay [expr $clk_period * $clk_io_pct] -clock clk0 $non_clock_inputs
set_output_delay [expr $clk_period * $clk_io_pct] -clock clk0 [all_outputs]
[./design.v]
`timescale 1ns / 1ps
module adder(in1, in2, cin, out, cout);
input [3:0] in1, in2;
input cin;
output reg [3:0] out;
output reg cout;
reg [3:0] pre_out;
always @(in1 or in2 or cin)begin
pre_out = in1 + in2;
if (pre_out > 9)begin
	cout = 1;
	out = pre_out -10;
end
else begin
 cout = 0;
 out = pre_out;
end
end
endmodule
==> reports/summary.txt <==
Outcome = completed
Slowest stage delay, CP = 0.51 ns
Total power = 0.000146 W
First-pass GRT wire length = 1410 um
Pre-antenna DRT Iters = 3
Final Max Slew Viols = 0
Setup TNS = 0 ns
Slew HR = 83.7%
Family with the most delay on the worst path = buffers and inverters
Data required time of the worst path = 2.24 ns
Gr ovfl total = 0
Yosys cell count = 26
Die ar. = 6400 um^2
YS chip area = 208 um^2
Synth Cell Area = 208 um^2
Distinct lib cells = 14
Area leader share = 24.1%
Vias/cell = 2.87
CP max FO = 2
Starting DRT DRC Count = 8
Adder-cell share of the synthesized area = 33.7%
MUX share of area = 9.64%
Antenna violations before repair = 0
WS Path Type = input port to primary output
Slowest stage cell on the critical path = clkdlybuf4s50_1
Crit. Startpoint = in1[2]
CP Cell Sequence = clkdlybuf4s50_1 > ha_4 > a21oi_4 > xor2_2 > buf_4 > buf_4 > buf_4 > a22oi_2 > buf_2
CTS hold repair buffers = 0
Final WL = 816 um
Total GRT Usage = 2.64%
ANT nets after route = 0
Hold WS = 1.91 ns
Largest net degree at the start of global routing = 5
Vias in the first global route = 308
Reg area = 0 um^2
Crit path capture = out[2]
Fmax = 367 MHz
Endpoints failing setup = 0
Largest logic family = adder cells
I/O pins = 14
Share of cells above drive strength 1 = 47.9%
Leakage power = 0.225 nW
Registers = 0
Fp util = 6.08%
Maximum vdd ir drop = 0.0878 mV
Top cells by area, synth = ha_1, fa_1, mux2i_1
Core Region = 3420 um^2
Worst path arrival time = 2.16 ns
Filler cells = 395
Area growth from synthesis to layout = 153%
N_diodes = 0
Max-capacitance violation count = 0
Num rows = 21
Buf/Inv on CP = 5
Crit path time final = 2.72 ns
Register share after synthesis = 0%
Gpl congestion = 0.804
Die Width = 80 um
Residual DRC = 0
Worst-Margin Slew = 0.244 ns
Synth warn = 1
Dpl hpwl = 617 um
Levels on crit path = 9
Final period utilization = 97.3%
Per-cell routed wire length = 8.68 um
Endpoints failing hold = 0
Basic Gates by Area = 8.43%
Yosys aoi share = 18.7%
Worst Hold Class = input port to primary output
Yosys xor share = 20.5%
Synth area leader = ha_1
Clock buffers = 0
Yosys top cell by instances = inv_1
Crit path top cell by count = buf_4
Die height = 80 um
Mapped Cells = 26
CP endpoint kind = primary output
Critical Path Source Type = input port
Fin util = 15.4%
Post-synth top cells = inv_1, ha_1, a21oi_1
Mean post-synth cell area = 7.99 um^2
Tool warnings = 33
Vias = 270
Quantity of I/O buffers inserted on ports = 13
Cell area power density = 278 nW/um^2
[metal layers]
layer  GRT usage, %  up-vias  wire [um]
li1               -      130          -
met2           3.93       12        293
met5              0        -          0
met4              0        0          0
met1           3.51      128        404
met3           1.36        0        119
[worst min-delay path by stage]
stage	start	slack [ns]	end	cells past startpoint
CTS	in1[0]	1.91	out[0]	3
global route	in1[0]	1.93	out[0]	3
finish	in1[0]	1.91	out[0]	3
[per-stage QoR]
step / instance area [um^2] / worst slack [ns] / instances
finish: 526 / 0.0767 / 94
global route: 526 / -0.0123 / 94
CTS: 497 / 0.0157 / 94
detailed placement: 433 / -0.559 / 90
global placement: 433 / -0.557 / 90
floorplan: 208 / 0.432 / 26
[layout by cell type (no fill, tap or decap), drive strengths merged]
master,count
a21o,1
nand2,1
a21oi,4
fa,1
nor2b,1
clkdlybuf4s50,5
ha,4
dlygate4sd2,4
a22oi,1
mux2i,2
inv,5
xor2,2
clkdlybuf4s15,2
buf,11
nor2,2
xnor2,2
[repair_timing]
action,4_1_cts,5_1_grt
pin swaps,8,3
setup endpoints to repair,4,3
setup buffers,5,0
gates resized,24,4
[cell type report]
type	count	area, um^2	area share [%]
Timing Repair Buffer	22	186	35.5
Tap cell	46	57.6	11.0
Inverter	5	18.8	3.57
Multi-Input combinational cell	21	263	50.0
[where the power goes]
part           switching, W  internal (W)  total [W]
Clock                     0             0          0
Sequential                0             0          0
Combinational     0.0000579     0.0000880   0.000146
Total             0.0000579     0.0000880   0.000146
[cells by family after synthesis]
| group | after synthesis |
|---|---|
| AND-OR/OR-AND | 6 |
| XOR/XNOR | 4 |
| adder cells (fa/ha/maj) | 5 |
| buffers and inverters | 5 |
| multiplexers | 2 |
| AND/OR/NAND/NOR | 4 |
Power figures rest on the tool's default switching activity, not on a simulated workload.
