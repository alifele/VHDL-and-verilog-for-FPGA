==> design/flow/design.v <==
`timescale 1ns / 1ps
module compare(in1, in2, less,equal,bigger);
input [3:0] in1, in2;
output  reg less, equal, bigger;
always @(in1 or in2)begin
if (in1 == in2)begin
	equal = 1'b1;
	less = 1'b0;
	bigger = 1'b0;
end
if (in1 > in2)begin
	 equal = 0;
	 less = 0;
	 bigger =1 ;
end
if (in1 < in2)begin
	 equal = 0;
	 less = 1;
	 bigger = 0;
end
end
endmodule
==> design/flow/run.sh <==
#!/bin/bash
# OpenROAD 26Q1-2900-gdf79404cd8, Yosys 0.63+post, stock flow scripts
make -C /OpenROAD-flow-scripts/flow DESIGN_CONFIG=/design/flow/config.mk WORK_HOME=/design/flow/orfs finish
==> design/flow/config.mk <==
export PLATFORM = sky130hd
export DESIGN_NAME = compare
export DESIGN_NICKNAME = compare
export VERILOG_FILES = /design/flow/design.v
export SDC_FILE = /design/flow/constraint.sdc
export NUM_CORES = 4
export LEC_CHECK = 1
export CORE_AREA = 10 10 70 70
export DIE_AREA = 0 0 80 80
==> design/flow/constraint.sdc <==
current_design compare

set clk_period 1.6
set clk_io_pct 0.2

create_clock -name clk0 -period $clk_period

set non_clock_inputs [all_inputs -no_clocks]
set_input_delay [expr $clk_period * $clk_io_pct] -clock clk0 $non_clock_inputs
set_output_delay [expr $clk_period * $clk_io_pct] -clock clk0 [all_outputs]
==> run summary <==
The full implementation flow was run.

The number of unconstrained endpoints stands at 3. The initial antenna violation count came to 0. For the worst setup path, the data arrival time is between 1 and 1.5 ns.

The count of port buffers added during placement stands at 11. The horizontal extent of the die stands at roughly 80 um. The HPWL after detailed placement stands at 445 um. The via count of the first global-routing pass came to between 150 and 200. Per the detail_route report, inserted antenna diodes total 0. The first global-routing pass estimated 834 um of wire. Once placement completed, the tool counted placed cells totaling between 80 and 90.

The data required time at the worst endpoint stands at ~1.3 ns. For reference, the most critical setup path is categorized as primary input to output port. The wire length after detailed routing stands at between 500 and 600 um. Across all stage logs, warnings added up to 34.

The final report lists the setup-violating endpoint count as 3. The worst setup path is launched from a primary input. The ratio of cells with drive above 1 in the final layout stands at between 70 and 80%. The maximum fanout along the worst path stands at 2. In the finished design, the share of the clock period the worst path needs comes to 111%. The leakage component of the power was reported as 0.170 nW.

The flip-flop and latch count after synthesis stands at 3. In the routed layout, each cell is associated on average with a via count of approximately 2.1. Static timing analysis puts the maximum clock frequency at 0.563 GHz.

The die covers about 0.0064 mm2. The first detailed-routing pass ran for 2 iterations. The run finished, with violations left. For this run, design rule violations remaining after detail routing come to 0. The area inside the core boundary stands at about 0.0034 mm2. The routability congestion estimate from global placement stands at approximately 0.64. The number of failing hold endpoints at the final stage stands at 0. The count of synthesis-stage warnings from yosys stands at 1. The share of the core area taken by cells at floorplan is under 10%. The count of unclocked register or latch pins stands at 3. The number of slew-limit violations in the final report stands at 0. Across the VDD grid, the largest voltage drop is 52.0 uV. The number of hold buffers added after CTS was 0. The finished layout holds around 81 standard cells, fillers aside.

The filler cells instantiated in the layout total slightly below 400. The detailed router placed between 150 and 200 vias in this run. Per the run report, area growth between synthesis and finish was 145%. The final reports fail on setup timing.

Entering global routing, the biggest net connects 4 pins. The number of standard cells reported by yosys stands at 22. Detailed-route iteration 0 reported a violation count of 1.

The number of nets still failing antenna checks after routing stands at 0. In the final routed layout, each cell accounts on average for between 6 and 7 um. In the synthesis report, Yosys lists the chip area as 168 um2.

The mean cell area of the mapped netlist stands at between 7 and 8 um2. The floorplan has 21 rows. Per the OpenROAD floorplan log, the height of the die is around 80 um. The worst setup path is captured at an output port.

The count of distinct cell types in the synthesized netlist stands at 11. The worst path in the final design needs a cycle of ~1.8 ns, including I/O delays and setup. For reference, the critical path is launched at in2[1]. Pin placement for this block handled 11 I/O pins. The worst setup margin stands at -0.175 ns. Global routing finished with a remaining overflow of 0. The number of maximum-capacitance violations recorded for the run is 0. The overall fraction of global-route tracks in use stands at between 1.5 and 2%. The report lists the power per cell area as around 240 mW/mm2. Setup repair after global routing could not meet its margin everywhere. In this run the cell area of the synthesized design comes to between 150 and 200 um2. The synthesized instance count stands at 22.
## cells by family after synthesis
kind of cell / Yosys count / synth area share [%]
AND-OR/OR-AND: 4 / 15.7
adder cells (fa/ha/maj): 4 / 29.9
buffers and inverters: 5 / 11.2
latches: 3 / 26.9
other: 1 / 2.24
AND/OR/NAND/NOR: 5 / 14.2
## sequential cells by signal, summed over array words and instances, names as in the netlist
name / cells
bigger: 1
equal: 1
less: 1
## routing by layer
| metal | track usage, % | vias up | routed length [um] | share of wire (%) |
|---|---|---|---|---|
| met5 | 0 | - | 0 | 0 |
| met2 | 2.65 | 7 | 204 | 40 |
| met1 | 1.72 | 73 | 195 | 38 |
| met4 | 0 | 0 | 0 | 0 |
| li1 | - | 93 | - | - |
| met3 | 1.14 | 0 | 106 | 21 |
## layout make-up
type                       count  area [um2]  share of cell area, %
timing repair buffer          11        86.3                   21.0
multi-input combinational     16         200                   48.8
sequential                     3        45.0                   11.0
inverter                       5        21.3                   5.18
tap                           46        57.6                   14.0
## power by group
| part | internal [mW] | switching [mW] |
|---|---|---|
| combinational | 0.0525 | 0.0377 |
| clock | 0 | 0 |
| sequential | 0.00834 | 0.000733 |
| total | 0.0609 | 0.0384 |
## critical path, cell delays in order
cell and delay, ns:
sky130_fd_sc_hd__buf_6 0.07, sky130_fd_sc_hd__inv_2 0.03, sky130_fd_sc_hd__ha_4 0.28, sky130_fd_sc_hd__nand2b_4 0.05
sky130_fd_sc_hd__a21o_1 0.19, sky130_fd_sc_hd__a21oi_2 0.12, sky130_fd_sc_hd__dlxtn_1 0.33, sky130_fd_sc_hd__buf_2 0.08
## per-stage QoR
step	setup WS (ns)	power (mW)	utilization, %	setup TNS [ns]	instance area, um2
finish	-0.175	0.0993	12.0	-0.402	410
global route	-0.241	0.109	12.0	-0.570	410
CTS	-0.173	0.0993	12.0	-0.417	410
detailed placement	-1.03	0.0656	10.0	-3.04	343
global placement	-1.02	0.0647	10.0	-2.99	343
floorplan	0.00907	0.0330	-	0	175
## timing repair
| action | 4_1_cts | 5_1_grt |
|---|---|---|
| setup buffers | 0 | 0 |
| endpoints found under the setup margin | 3 | 3 |
| resized | 62 | 0 |
| pin swaps | 10 | 3 |
## synth_stat cells, drive strengths merged
master | instances | area (um2)
nand2 | 2 | 7.51
dlxtn | 3 | 45.0
nor2 | 1 | 3.75
nand2b | 1 | 6.26
a311oi | 1 | 8.76
a21o | 1 | 7.51
a21oi | 2 | 10.0
inv | 5 | 18.8
and2 | 1 | 6.26
ha | 4 | 50.1
conb | 1 | 3.75
## how the worst max path moves through the flow
stage / endpoint / slack [ns] / cells after the start
global route: bigger / -0.24 / 8
finish: bigger / -0.18 / 8
CTS: bigger / -0.17 / 8
## layout by cell type, fill, tap and decap left out
master,instances
sky130_fd_sc_hd__buf_2,6
sky130_fd_sc_hd__buf_6,5
sky130_fd_sc_hd__ha_4,4
sky130_fd_sc_hd__inv_2,3
sky130_fd_sc_hd__dlxtn_1,3
sky130_fd_sc_hd__conb_1,3
sky130_fd_sc_hd__a21oi_4,1
sky130_fd_sc_hd__inv_1,1
sky130_fd_sc_hd__nand2b_4,1
sky130_fd_sc_hd__nand2_4,1
sky130_fd_sc_hd__a21o_1,1
sky130_fd_sc_hd__and2_1,1
sky130_fd_sc_hd__nand2_2,1
sky130_fd_sc_hd__nor2_1,1
sky130_fd_sc_hd__a21oi_2,1
sky130_fd_sc_hd__a311oi_2,1
sky130_fd_sc_hd__inv_4,1
Power figures rest on the tool's default switching activity, not on a simulated workload.
